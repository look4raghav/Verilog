$ cat /design/flow/design.v
`timescale 1ns / 1ps
module eight_bit_counter(
        input clk, reset, output [7:0] count
    );
    reg [7:0] counter_up;
    reg [30:0] clk_counter;
    always@(posedge clk)
    begin
        if(clk_counter == 100000000)
            clk_counter <=0;
         else
            clk_counter <= clk_counter +1'b1;
     end
    always@(posedge clk)
        begin
            if(reset)
            counter_up <= 8'b0;
            else if(clk_counter == 100000000)
            counter_up <= counter_up +1;
        end
        assign count = counter_up;
endmodule
$ cat /design/flow/run.sh
#!/bin/bash
# OpenROAD 26Q1-2900-gdf79404cd8, Yosys 0.63+post, stock flow scripts
make -C /OpenROAD-flow-scripts/flow DESIGN_CONFIG=/design/flow/config.mk WORK_HOME=/design/flow/orfs finish
$ cat /design/flow/constraint.sdc
current_design eight_bit_counter

set clk_period 3.6
set clk_io_pct 0.2

create_clock -name clk0 -period $clk_period [get_ports {clk}]

set non_clock_inputs [all_inputs -no_clocks]
set_input_delay [expr $clk_period * $clk_io_pct] -clock clk0 $non_clock_inputs
set_output_delay [expr $clk_period * $clk_io_pct] -clock clk0 [all_outputs]
$ cat /design/flow/config.mk
export PLATFORM = sky130hd
export DESIGN_NAME = eight_bit_counter
export DESIGN_NICKNAME = eight_bit_counter
export VERILOG_FILES = /design/flow/design.v
export SDC_FILE = /design/flow/constraint.sdc
export NUM_CORES = 4
export LEC_CHECK = 1
export CORE_AREA = 10 10 114 114
export DIE_AREA = 0 0 124 124
==> job_summary.md <==
## PnR job results

| Metric | Value |
|---|---|
| Worst Skew | 0.0102 ns |
| Startpoint types | flip-flop |
| Syn-to-layout area delta | 20.9% |
| Fa+ha+maj area frac | 2.15% |
| Resized cells post-CTS | 0 |
| YS warnings | 1 |
| First drt pass iteration count | 4 |
| Drt wl/cell | around 9.8 um |
| Total Negative Setup Slacks | 0 ns |
| Fillers | 1102 |
| Worst rel slew slack | between 60% and 70% |
| Met1 usage | 6.15% |
| IO Count | 10 |
| Flip-flops with a built-in enable | 0 |
| Yosys chip area | roughly 1700 sq um |
| Flop-to-flop setup slack | 1.32 ns |
| Hold depth | 1 |
| # diodes | 0 |
| Min-delay src | clk_counter[30]$_SDFF_PN0_ |
| Met3 Use GR | under 10% |
| Tool warnings | 26 |
| Total clock sinks | 39 |
| CTS tree | yes |
| Placed inst area | between 1500 and 2000 sq um |
| Cell type with the largest total area | dfxtp_1 |
| Reg2Reg Depth | 7 |
| Reg2Reg Launch Point | clk_counter[0]$_SDFF_PN0_ |
| Sequential cell area | 781 sq um |
| DRT iter0 DRCs | 54 |
| Hold buffer count at cts | 0 |
| Mux area share | under 10% |
| Vias in the first global route | between 1k and 1.5k |
| DR vias | 1269 |
| Port Buf Inserts | 9 |
| Status | finished clean |
| Pwr dens | around 390 nW/um^2 |
| Total die size | 15400 sq um |
| Post-DRT Antenna Nets | 0 |
| Top cells by count | dfxtp_1 (39), nand3_1 (17), nor2_1 (17), nand2_1 (16), xnor2_1 (16) |
| Syn Area/Cell | 9.58 sq um |
| Fin area | 2110 sq um |
| F_max | 438 MHz |
| Grt ovf | 0 |
| Final period util | 63.4% |
| Initial antenna violation count | 0 |
| FF+latch count, synth | 39 |
| Largest net degree at the start of global routing | 13 |
| Comb area | 936 sq um |
| Largest fanout on the critical path | 11 |
| Dominant comb cell | simple AND/OR/NAND/NOR gates |
| CTS root buffer | clkbuf_8 |
| Die Y | approximately 120 um |
| Hold Crit Class | reg2reg |
| Aoi share | 4.38% |
| Synth Area in XOR/XNOR | 13.6% |
| Synth Instances | 182 |
| Horizontal die size | 124 um |
| CTS Buf Count | 5 |
| Max-area cell share | 44.8% |
| Critical Path RT | 3.82 ns |
| RePlAce Congestion | 0.850 |
| Transition time of the tightest slew-check pin | 0.570 ns |
| AND/OR/NAND/NOR Cells, Area Fraction | 32.4% |
| Commonest flop | dfxtp_1 |
| GRT Max-Usage Layer | met2 |
| Synth Cell Area | 1740 sq um |
| Worst-case hold path end point | clk_counter[30]$_SDFF_PN0_ |
| VDD IR max | ~0.00017 V |
| LEAKAGE | 0.702 nW |
| Post-synth cell types | 38 |
| HPWL Detailed | 2320 um |
| Critical Path End Type | flip-flop |
| First-pass GRT wire length | 5620 um |
| Asr flop ratio synth | 0% |
| Final Hold Violation Tally | 0 |
| Core ar. | 10400 sq um |
| Insertion Delay late pin | a little under 0.3 ns |
| Cell Rows | 37 |
| FP Util | 16.7% |
| Register area share after synthesis | between 40% and 50% |
| Setup Crit Path Kind | reg2reg |
| Vias/cell | 3.82 |
| GR Util All Layers | 4.36% |
| RSZ-0062 raised after global routing | no |
| Layout cells sized above 1 | 9.18% |
| Terminus of the critical flop-to-flop path | counter_up[3]$_SDFFE_PP0N_ |
| Met2 global-route usage | around 6.6% |
| Max Cap Violations | 0 |
| Final setup fails | 0 |
| Worst-case clock buffer depth | 2 |
| Worst-path clk slew | 0.08 ns |
| Top cells by area | dfxtp_1 (45%), xnor2_1 (8.0%), xor2_1 (5.5%) |
| Fin crit period | 2.28 ns |
| Max-slew violation count | 0 |
| # DRC | 0 |
| CP arrival | 2.50 ns |
| H-tree levels | 2 |
| Count leader, synth | dfxtp_1 |
| Post-CTS setup buffers | 0 |
| Final WL | approximately 3300 um |
| Yosys Instances | 182 |
## power by group
group / total (mW) / internal, mW / switching, mW
Combinational: 0.00505 / 0.00296 / 0.00209
Sequential: 0.433 / 0.432 / 0.00139
Clock: 0.376 / 0.224 / 0.152
## state kept, by name, summed over array words and instances (netlist names)
signal and flops:
counter_up 8, clk_counter 31
## placed cells by master, fill, tap and decap left out, types with 2 or more instances in the layout
master,count
nand4_1,9
nand3_1,17
a21oi_1,2
nor3_1,5
or4_1,2
xor2_1,11
nand2_1,16
clkdlybuf4s50_1,9
o21ai_0,4
and3_1,5
clkbuf_8,6
nor4b_4,2
dfxtp_1,39
and4_1,3
and2_1,3
inv_1,4
ha_1,3
nor2_1,17
xnor2_1,16
o21a_1,2
nor2_2,2
o31ai_1,2
## per-stage QoR
step | hold slack, ns | utilization [%] | cells | setup slack [ns] | total power, mW
floorplan | 0.432 | - | 182 | 1.78 | 0.445
global placement | 0.469 | 19.1 | 324 | 1.44 | 0.449
detailed placement | 0.477 | 19.1 | 324 | 1.35 | 0.449
CTS | 0.485 | 20.3 | 332 | 1.31 | 0.822
global route | 0.504 | 20.3 | 332 | 1.11 | 0.840
finish | 0.472 | 20.3 | 332 | 1.32 | 0.814
## how the worst max path moves through the flow
stage                            end  cells past startpoint                       from
4_1_cts   counter_up[3]$_SDFFE_PP0N_                      7  clk_counter[0]$_SDFF_PN0_
5_1_grt   counter_up[3]$_SDFFE_PP0N_                      7  clk_counter[0]$_SDFF_PN0_
6_report  counter_up[3]$_SDFFE_PP0N_                      7  clk_counter[0]$_SDFF_PN0_
## metal layers
| metal | up-vias | routed length [um] |
|---|---|---|
| met5 | - | 0 |
| li1 | 670 | - |
| met4 | 0 | 38 |
| met2 | 19 | 1410 |
| met3 | 2 | 105 |
| met1 | 578 | 1710 |
## worst max-delay path, stage by stage, from the launching register on
cell       delay, ns
dfxtp_1         0.37
inv_1           0.13
ha_1            0.16
nor4b_4         0.19
nand4_2         0.22
nand4bb_1       0.52
or3_1           0.48
a21oi_1         0.14
## cell families after synthesis
logic type | Yosys count
flip-flops | 39
AND-OR/OR-AND | 12
XOR/XNOR | 27
multiplexers | 2
adder cells (fa/ha/maj) | 3
buffers and inverters | 7
AND/OR/NAND/NOR | 92
## cell type report
class,count,share of cell area (%)
inverter,4,0.712
multi-input combinational,136,44.4
clock inverter,2,1.66
tap,136,8.07
timing repair buffer,9,4.27
clock buffer,6,3.91
sequential,39,37.0
Power is estimated from default activity; no workload was simulated.
