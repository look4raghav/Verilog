==> /design/flow/design.v <==
module ram_single_port1(
  output reg [7:0]q,
  input [7:0] data,
  input [5:0] read_addr, write_addr,
  input we, clk
);
  reg[7:0] ram[63:0];
  always@(posedge clk)
    begin
      if(we)
        ram[write_addr] <= data;
      q <= ram[read_addr];
    end
endmodule
==> /design/flow/run.sh <==
#!/bin/bash
# OpenROAD 26Q1-2900-gdf79404cd8, Yosys 0.63+post, stock flow scripts
make -C /OpenROAD-flow-scripts/flow DESIGN_CONFIG=/design/flow/config.mk WORK_HOME=/design/flow/orfs finish
==> /design/flow/config.mk <==
export PLATFORM = sky130hd
export DESIGN_NAME = ram_single_port1
export DESIGN_NICKNAME = ram_single_port1
export VERILOG_FILES = /design/flow/design.v
export SDC_FILE = /design/flow/constraint.sdc
export NUM_CORES = 4
export LEC_CHECK = 1
export CORE_UTILIZATION = 30
==> /design/flow/constraint.sdc <==
current_design ram_single_port1

set clk_period 5.3
set clk_io_pct 0.2

create_clock -name clk0 -period $clk_period [get_ports {clk}]

set non_clock_inputs [all_inputs -no_clocks]
set_input_delay [expr $clk_period * $clk_io_pct] -clock clk0 $non_clock_inputs
set_output_delay [expr $clk_period * $clk_io_pct] -clock clk0 [all_outputs]
==> results_dict.tcl <==
# implementation run metrics
set metrics [dict create \
    grt_overflow_total 0 \
    drive_gt1_share_pct 24.42 \
    cts_root_buf "clkbuf_16" \
    enable_flop_cells 512 \
    yosys_warnings 1 \
    ant_nets 0 \
    dp_hpwl_mm 26.13 \
    ys.flops 520 \
    post_cts_buffers 0 \
    r2r_setup_slack_ns 3.12 \
    wl_mm 43.52 \
    dieArea_sq_um 68260 \
    cts_resized 0 \
    io_pins 30 \
    grt_max_degree 65 \
    netlist_area_sq_um 20170 \
    core_sq_um 66100 \
    via_count 9371 \
    period_minus_slack_ns 3.370 \
    globalplace.congestion 0.8557 \
    antenna_cells 0 \
    clk_path_buf_depth 3 \
    finalHoldViolations 0 \
    setup_viol 0 \
    fin_crit_sh_pct 63.58 \
    cts_buffers 50 \
    top_layer "met4" \
    aoi_share_pct 2.072 \
    synthSimpleGateAreaFrac_pct 3.388 \
    lay_top_cells "512 x edfxtp_1, 126 x mux4_2, 83 x nor2_1" \
    peakVddDrop_mv 0.2266 \
    drtIter0Drc 592 \
    drc_errors 0 \
    finalMaxSlewViolations 0 \
    yosysChipArea_sq_um 20170 \
    synth.logic.top_family "multiplexers" \
    fillers 6038 \
    timing.rr.end "q[4]" \
    clk_pin_slew_ns 0.06 \
    muxShareOfSynthArea_pct 15.94 \
    crit_start "write_addr[1]" \
    fp_util_pct 30.51 \
    critPathArrivalTime_ns 3.55 \
    htreeDepth 2 \
    grt_first_pass_wirelength_mm 65.06 \
    tightest_slew_ns 0.9866 \
    postSynthAreaPerCell_sq_um 21.45 \
    area_growth_pct 14.05 \
    antenna_found_initial 0 \
    ys_async_sr_fraction_pct 0 \
    power_density_nw_per_um2 366.3 \
    rsz0062_at_grt "no" \
    rows 94 \
    clk_latency_ns 0.57 \
    mi_logic_area_sq_um 4315 \
    met2_length_mm 19.70 \
    power.leakage_nw 6.999 \
    outcome "finished, final reports clean" \
    fin_area_sq_um 23000 \
    cts_tree "yes" \
    synth-seq-area-share_pct 77.03 \
    finClkSkew_ns 0.02222 \
    lay_top_count "edfxtp_1" \
    first_pass_iters 17 \
    flop_area_sq_um 15530 \
    max_slew_margin_pct 33.98 \
    crit_type "in2reg" \
    r2r_start "ram[20][4]" \
    ys_cells 940 \
    required_ns 5.48 \
    drv_cap 0 \
    crit_fanout 10 \
    flop_cell "edfxtp_1" \
    cts_hold_buf 0 \
    synthCells 940 \
    synthAdderAreaFrac_pct 0 \
    numClockSinks 520 \
    xor_share_pct 0 \
    cp-endpoint "ram[3][3]" \
    setup_tns_ns 0 \
    wl_met3_mm 7.184 \
    wire_per_inst_microns 22.86 \
    max_freq_mhz 296.7 \
    drt-vias-per-instance 4.922 \
    end_kind "flop" \
    die_w_microns 261.3 \
    place_area_sq_um 21420 \
    grt_pass1_vias 10221 \
    netlist-cell-type-count 40 \
    openroad.warnings 25 \
    grtUsageTotal_pct 14.07 \
    hold_path.class "reg2reg" \
    cp-start-kind "input pin" \
    ff2ff_path_depth 5 \
    wl_met1_mm 15.87 \
    die_h_microns 261.3 \
    portBuffers 29 \
]
[layer usage]
| metal | global-route usage [%] | up-vias |
|---|---|---|
| met5 | 0 | - |
| met4 | 2.229 | 0 |
| met3 | 10.71 | 63 |
| met2 | 20.31 | 502 |
| met1 | 17.70 | 4743 |
| li1 | - | 4063 |
[area by class of cell]
| type | count | share of cell area [%] |
|---|---|---|
| timing repair buffer | 61 | 2.105 |
| clock buffer | 63 | 5.832 |
| sequential | 520 | 67.54 |
| clock inverter | 27 | 1.055 |
| multi-input combinational | 369 | 18.76 |
| tap | 864 | 4.700 |
[power breakdown]
part | internal (mW) | total (mW) | switching (mW)
combinational | 0.164 | 0.416 | 0.252
sequential | 4.55 | 4.57 | 0.0166
clock | 1.98 | 3.44 | 1.46
[registers in the layout (all words and copies together) (netlist names)]
register	count
q	8
ram	512
[stage by stage]
step / total power, mW / utilization, % / worst slack, ns / hold WS, ns / std cells
floorplan: 4.885 / - / 2.572 / 0.7183 / 940
global placement: 5.074 / 32.40 / 1.366 / 0.8511 / 1814
detailed placement: 5.078 / 32.40 / 1.338 / 0.8439 / 1814
CTS: 8.509 / 34.80 / 1.946 / 0.8763 / 1904
global route: 8.698 / 34.80 / 1.826 / 0.8892 / 1904
finish: 8.426 / 34.80 / 1.930 / 0.8589 / 1904
[critical path: stages]
cell,delay (ns)
clkdlybuf4s50_1,0.74
nor2b_1,0.25
nand3_1,0.56
nor2_1,0.94
[cells in the mapped netlist (3+ instances only)]
| cell | count | area share (%) |
|---|---|---|
| edfxtp_1 | 512 | 76 |
| mux4_2 | 126 | 14 |
| nor2_1 | 83 | 1.5 |
| mux2i_1 | 23 | 1.1 |
| nand2_1 | 19 | 0.35 |
| clkbuf_1 | 17 | 0.32 |
| nor2b_1 | 14 | 0.43 |
| buf_4 | 13 | 0.48 |
| mux2_2 | 13 | 0.73 |
| nand3_1 | 13 | 0.32 |
| buf_2 | 11 | 0.27 |
| dfxtp_1 | 8 | 0.79 |
| o221ai_1 | 8 | 0.35 |
| o22ai_1 | 8 | 0.25 |
| nand2b_1 | 7 | 0.22 |
| nor3_1 | 7 | 0.17 |
| a221oi_1 | 6 | 0.26 |
| a211oi_1 | 4 | 0.15 |
| buf_1 | 4 | 0.074 |
| buf_6 | 4 | 0.22 |
| a21oi_1 | 3 | 0.074 |
| a22oi_1 | 3 | 0.11 |
| nand3b_1 | 3 | 0.11 |
| o2111ai_1 | 3 | 0.13 |
| o2bb2ai_1 | 3 | 0.13 |
[cells by family after synthesis]
logic type	count (synthesis)
flip-flops	520
multiplexers	162
AND/OR/NAND/NOR	153
AND-OR/OR-AND	54
buffers and inverters	51
[how the worst min path moves through the flow]
| stage | start | cells after the start | endpoint | slack (ns) |
|---|---|---|---|---|
| 6_report | ram[26][6] | 3 | q[6] | 0.86 |
| 5_1_grt | ram[34][2] | 4 | q[2] | 0.89 |
| 4_1_cts | ram[27][4] | 3 | q[4] | 0.88 |
Power and IR drop assume default switching activity.
