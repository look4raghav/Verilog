==> design.v <==
module ram_single_port2(
  output reg [7:0]q,
  input [7:0] data,
  input [5:0] read_addr, write_addr,
  input we, clk
);
  reg [7:0] ram [63:0];
  always@(posedge clk)
    begin
      if(we)
        ram[write_addr] = data;
      q = ram[read_addr];
    end
endmodule
==> run.sh <==
#!/bin/bash
# OpenROAD 26Q1-2900-gdf79404cd8, Yosys 0.63+post, stock flow scripts
make -C /OpenROAD-flow-scripts/flow DESIGN_CONFIG=/design/flow/config.mk WORK_HOME=/design/flow/orfs finish
==> config.mk <==
export PLATFORM = sky130hd
export DESIGN_NAME = ram_single_port2
export DESIGN_NICKNAME = ram_single_port2
export VERILOG_FILES = /design/flow/design.v
export SDC_FILE = /design/flow/constraint.sdc
export NUM_CORES = 4
export LEC_CHECK = 1
export CORE_UTILIZATION = 40
==> constraint.sdc <==
current_design ram_single_port2

set clk_period 8.9
set clk_io_pct 0.2

create_clock -name clk0 -period $clk_period [get_ports {clk}]

set non_clock_inputs [all_inputs -no_clocks]
set_input_delay [expr $clk_period * $clk_io_pct] -clock clk0 $non_clock_inputs
set_output_delay [expr $clk_period * $clk_io_pct] -clock clk0 [all_outputs]
==> run notes <==
yosys + openroad results -> endpoint of the worst-slack reg-to-reg timing path q[3], Die Footprint 54610 sq um, endpoints failing hold 0, number of optimization iterations in the first detailed-route pass 7, static power due to leakage 0.009891 uW, setup repair after global routing missed its margin false, Yosys cell types 90, worst slew pin tran 1.287 ns, Total Wirelength 84300 microns, htree depth 2, relative contribution of sequential cells to total power 0.477, cell area after technology mapping 21470 sq um, f_max 0.1636 GHz, cell count after placement 2590, post-route DRC violation count 0, hold worst-path end ram[33][7], global-route wire length before repair 119600 microns, ratio of cells with drive above 1 in the final layout 0.3520, start-to-end type of the worst setup path in -> reg, start of the worst register-to-register path ram[46][3], Layout Area Growth over Synthesis 14.82%, Final min period 6.113 ns, sequential cell area 10410 sq um, top-level I/O count 30, post-route total power 5825 uW, Net Sw Power 1402 uW, Synth Seq Share 0.4848, Top cell area share 0.4848, most frequent logic cells in the routed design 520 x sky130_fd_sc_hd__dfxtp_1, 450 x sky130_fd_sc_hd__mux2_2, 105 x sky130_fd_sc_hd__a22oi_1, 103 x sky130_fd_sc_hd__nand2_1, 103 x sky130_fd_sc_hd__buf_4, commonest non-fill, non-tap cell in the layout sky130_fd_sc_hd__dfxtp_1, comb. cell area 10420 sq um, post-DP HPWL 58320 microns, worst setup margin 2.788 ns, clock share of power 0.404, count of input and output buffers 29, kind of end point of the critical path flip-flop, Syn Inst Count 1895, main flop type after synthesis sky130_fd_sc_hd__dfxtp_1, final weighted congestion of routability-driven global placement 1.044, # setup viols final 0, initial antenna violation count 0, Arr. time, crit path 6.59 ns, Post-CTS Repair Setup Buffers 0, via total after detailed routing 16500, cell type with the largest total area sky130_fd_sc_hd__dfxtp_1, Placement Setup Slack 2.349 ns, total track usage 0.3231, Clk Latency, worst-skew pair 0.61 ns, Worst Skew 0.02092 ns, CP startpoint kind primary input, slowest library cell on the worst path sky130_fd_sc_hd__nor2_1, mean area per synthesized cell 11.33 sq um, total power density per cell area 236.2 nW/um^2, ys cells 1895, clock sink count 520, CTS clk-pin slew, worst paths 0.06 ns, worst min-delay path category reg -> reg, total negative slack for setup checks 0 ns, total global routing overflow 0, post-synth tally of flip-flops with integrated enable 0, synthesis warning total 2, number of pins exceeding their max-slew limit in the final report 0, drt first-iter violations 1483, number of fill cells 4813, Core Area 52760 sq um, ys flops 520, source of the worst hold timing path ram[33][7], status complete, no violations, Die Wd 233.7 microns, max-slew headroom at the worst pin 0.1200, cell chosen for the clock root sky130_fd_sc_hd__clkbuf_16, longest individual stage delay on the worst path 1.04 ns, worst hold path depth 2, Max-cap violations 0, via count of the first global-routing pass 16020, largest driver fanout on the critical path 33, share of the core filled with cells 0.4673, ys async rst share 0, per-cell via count in the routed design 6.133, post-route ant nets 0, initial core utilization 0.4070, part of the power in combinational logic 0.120, hold-fix buffer count after cts 0, r2r setup slk 5.92 ns, critical path required time 9.37 ns, internal power summed over all cells 4423 uW, most area-consuming cells after synthesis sky130_fd_sc_hd__dfxtp_1 48%, sky130_fd_sc_hd__mux2_2 24%, sky130_fd_sc_hd__a22oi_1 3.7%, chip area in the Yosys report 21470 sq um, number of cell instances on the worst register-to-register path 6, count of non-filler cells in the finished layout 2690, TritonCTS clock tree done, # rows 84, PostCTS Resize Cnt 0, critical path, cell by cell clkdlybuf4s50_1 > buf_4 > nand4_1 > nor2_1 > mux2_2 > a32o_1 > or4_1 > nor4b_1 > and3_1 > a31oi_1, maximum vdd drop 0.1844 mV, OpenROAD warnings 25, Switching Share 0.2407, pin count of the biggest net entering global routing 55, Tcrit/Tclk final 0.6868, number of buffers inserted during clock tree synthesis 54, die y size 233.7 microns, Max Root-Sink Buffers 3, routed wirelength normalized by instance count 31.34 microns
## kinds of logic (layout without fill, tap and decap cells)
| logic type | after synthesis | count (layout) | share of synthesized area |
|---|---|---|---|
| and+or+nand+nor | 404 | 404 | 0.1123 |
| DFF | 520 | 520 | 0.4848 |
| muxes | 473 | 473 | 0.2480 |
| AOI/OAI and AO/OA | 350 | 350 | 0.1235 |
| other | 0 | 2 | 0 |
| buffers and inverters | 148 | 253 | 0.03135 |
## power by group through the flow
stage | Clock [uW] | Sequential, uW | Combinational (uW)
final | 2350 | 2780 | 699
after global routing | 2470 | 2810 | 748
after CTS | 2370 | 2780 | 688
## through the flow
step	cell area, sq um	hold WS (ns)
2_1_floorplan	21470	0.4136
3_3_place_gp	22800	0.4304
3_5_place_dp	22800	0.4360
4_1_cts	24650	0.4518
5_1_grt	24650	0.4699
6_report	24650	0.4502
## registers in the layout, summed over array words and instances, names as in the netlist
register  cells
ram         512
q             8
## routing by layer
layer,GRT usage,vias up,routed length [microns]
li1,-,7224,-
met1,0.4606,8312,35450
met4,0.1307,0,4374
met3,0.1012,187,8553
met2,0.4642,775,35920
met5,0,-,0
## layout make-up
class,count,area share
multi-input cells,1227,0.4226
flip-flops and latches,520,0.4222
clock buffers,82,0.06602
repair buffers,132,0.04151
well taps,688,0.03492
clock inverters,16,0.009033
inverters,23,0.003502
diodes,2,0.0002030
## synth_stat cells (6+ instances only)
| cell | count |
|---|---|
| sky130_fd_sc_hd__buf_2 | 10 |
| sky130_fd_sc_hd__nand2_2 | 8 |
| sky130_fd_sc_hd__nand4bb_1 | 6 |
| sky130_fd_sc_hd__nor3_1 | 6 |
| sky130_fd_sc_hd__and4b_1 | 8 |
| sky130_fd_sc_hd__nand3_1 | 35 |
| sky130_fd_sc_hd__dfxtp_1 | 520 |
| sky130_fd_sc_hd__buf_4 | 10 |
| sky130_fd_sc_hd__o21ai_0 | 55 |
| sky130_fd_sc_hd__a32oi_1 | 49 |
| sky130_fd_sc_hd__a21oi_1 | 22 |
| sky130_fd_sc_hd__nor4_1 | 12 |
| sky130_fd_sc_hd__and2_1 | 8 |
| sky130_fd_sc_hd__buf_6 | 9 |
| sky130_fd_sc_hd__a22oi_1 | 105 |
| sky130_fd_sc_hd__nor2_2 | 6 |
| sky130_fd_sc_hd__nor2_1 | 79 |
| sky130_fd_sc_hd__and3_1 | 10 |
| sky130_fd_sc_hd__nor2b_1 | 16 |
| sky130_fd_sc_hd__nand2_1 | 103 |
| sky130_fd_sc_hd__a211oi_1 | 7 |
| sky130_fd_sc_hd__a31oi_1 | 6 |
| sky130_fd_sc_hd__inv_1 | 23 |
| sky130_fd_sc_hd__a32o_1 | 16 |
| sky130_fd_sc_hd__clkbuf_1 | 92 |
| sky130_fd_sc_hd__nand4b_1 | 14 |
| sky130_fd_sc_hd__a22o_1 | 28 |
| sky130_fd_sc_hd__mux2_1 | 10 |
| sky130_fd_sc_hd__nand4_1 | 22 |
| sky130_fd_sc_hd__mux2i_1 | 10 |
| sky130_fd_sc_hd__o211ai_1 | 7 |
| sky130_fd_sc_hd__mux2_2 | 450 |
## how the worst max path moves through the flow
stage / startpoint / end / slack [ns] / cells after the start
CTS: write_addr[1] / q[4] / 2.98 / 10
global route: write_addr[1] / q[4] / 2.74 / 10
finish: write_addr[1] / q[4] / 2.79 / 10
## critical path, delay by kind of cell
family | cells | cell delay (ns)
AND-OR/OR-AND | 2 | 0.32
buffers and inverters | 2 | 0.79
multiplexers | 1 | 0.44
AND/OR/NAND/NOR | 5 | 3.23
Power figures rest on the tool's default switching activity, not on a simulated workload.
